$ cat design/flow/config.mk
export PLATFORM = sky130hd
export DESIGN_NAME = Seg7x16
export DESIGN_NICKNAME = Seg7x16
export VERILOG_FILES = /design/flow/design.v
export SDC_FILE = /design/flow/constraint.sdc
export NUM_CORES = 4
export LEC_CHECK = 1
export CORE_UTILIZATION = 40
$ cat design/flow/constraint.sdc
current_design Seg7x16

set clk_period 3.6
set clk_io_pct 0.2

create_clock -name clk0 -period $clk_period [get_ports {clk}]

set non_clock_inputs [all_inputs -no_clocks]
set_input_delay [expr $clk_period * $clk_io_pct] -clock clk0 $non_clock_inputs
set_output_delay [expr $clk_period * $clk_io_pct] -clock clk0 [all_outputs]
$ cat design/flow/design.v
`timescale 1ns / 1ps
module Seg7x16(
    input clk,
	input reset,
	input cs,
    input [31:0] i_data,
	output [7:0] o_seg,
	output [7:0] o_sel
    );
    reg [14:0] cnt;
	always @ (posedge clk, posedge reset) begin
        if (reset) cnt <= 0;
        else cnt <= cnt + 1'b1;
    end
    wire seg7_clk = cnt[14]; 
	reg [2:0] seg7_addr;
	always @ (posedge seg7_clk, posedge reset) begin
        if(reset) seg7_addr <= 0;
		else seg7_addr <= seg7_addr + 1'b1;
    end
	reg [7:0] o_sel_r;
	always @ * begin
        case(seg7_addr)
		    7 : o_sel_r = 8'b01111111;
		    6 : o_sel_r = 8'b10111111;
		    5 : o_sel_r = 8'b11011111;
		    4 : o_sel_r = 8'b11101111;
		    3 : o_sel_r = 8'b11110111;
		    2 : o_sel_r = 8'b11111011;
		    1 : o_sel_r = 8'b11111101;
		    0 : o_sel_r = 8'b11111110;
		endcase
    end
	reg [31:0] i_data_store;
	always @ (posedge clk, posedge reset) 
	begin
        if(reset) i_data_store <= 0;
		else if(cs) i_data_store <= i_data;
    end
	reg [3:0] seg_data_r;
	always @ (*) 
	begin
		case(seg7_addr)
		  	0 : seg_data_r = i_data_store[3:0];
		  	1 : seg_data_r = i_data_store[7:4];
		  	2 : seg_data_r = i_data_store[11:8];
		  	3 : seg_data_r = i_data_store[15:12];
		  	4 : seg_data_r = i_data_store[19:16];
		  	5 : seg_data_r = i_data_store[23:20];
		  	6 : seg_data_r = i_data_store[27:24];
		  	7 : seg_data_r = i_data_store[31:28];
		endcase	
	end
	reg [7:0] o_seg_r;
	always @ (posedge clk, posedge reset) 
	begin
        if(reset) o_seg_r <= 8'hff;
	    else begin
            case(seg_data_r)
                4'h0 : o_seg_r <= 8'hC0;
                4'h1 : o_seg_r <= 8'hF9;
                4'h2 : o_seg_r <= 8'hA4;
                4'h3 : o_seg_r <= 8'hB0;
                4'h4 : o_seg_r <= 8'h99;
                4'h5 : o_seg_r <= 8'h92;
                4'h6 : o_seg_r <= 8'h82;
                4'h7 : o_seg_r <= 8'hF8;
                4'h8 : o_seg_r <= 8'h80;
                4'h9 : o_seg_r <= 8'h90;
                4'hA : o_seg_r <= 8'h88;
                4'hB : o_seg_r <= 8'h83;
                4'hC : o_seg_r <= 8'hC6;
                4'hD : o_seg_r <= 8'hA1;
                4'hE : o_seg_r <= 8'h86;
                4'hF : o_seg_r <= 8'h8E;
		    endcase
        end
    end
	assign o_sel = o_sel_r;
	assign o_seg = o_seg_r;
endmodule
$ cat design/flow/run.sh
#!/bin/bash
# OpenROAD 26Q1-2900-gdf79404cd8, Yosys 0.63+post, stock flow scripts
make -C /OpenROAD-flow-scripts/flow DESIGN_CONFIG=/design/flow/config.mk WORK_HOME=/design/flow/orfs finish
==> out/results.ini <==
[timing]
clock_skew_ns=0.00663
max_clock_freq_mhz=503
whs_ns=0.469
worstMarginPinSlew_ns=0.712
final-hold-violation-count=0
rsz0062_at_grt=false
unclocked_regs=3
fin_crit_sh_pct=55.2
setup_viol_count_final=0
max_slew_margin_pct=52.5
period_needed_ns=1.99
worst_slack_ns=1.61
finalMaxSlewViolations=0
unconstrained_endpoints=11
tns_ns=0

[clock_tree]
root_buffer=clkbuf_8
clk_pin_slew_worst_paths_ns=0.09
postCtsHoldBufs=0
clk_path_buf_depth=2
post_cts_resized=0
cts_made_buffers=5
cts_max_level=2
cts_setup_buffers=0
cts_tree=yes
clkLatencyLatePin_ns=0.30

[place]
place_ws_ns=1.54
hpwl_mm=3.50
port_buffers=49
placed_cells_incl_taps=335
post_dp_cell_area_mm2=0.00327
place.gp.congestion=0.737

[setup_path]
crit_family=flip-flops
worst-path-max-fanout=1
worstSetupPathType=flip-flop to output pin
required_ns=2.88
critical_path_buf_inv_count=1
cp_slowest_cell=dfstp_2
crit_chain=clkdlybuf4s50_1
critPathCaptureType=output pin
slowest_delay_ns=0.52
crit_arrival_ns=1.27
start_kind=flip-flop

[route]
n_antenna_cell=0
dr_total_vias=1729
detail_route.iter0.violations=124
route.detailed.drc=0
dr.pass1.iters=6
wl_mm=5.00
wl_per_cell_um=14.6
avgViaCountPerCell=5.04
detail-route-antenna-nets=0

[logic_synthesis]
avgSynthCellArea_um2=12.5
ys_seq_share_pct=52.6
yosys-stat-cells=218
top_area_cell=dfrtp_1
top_cells_by_area=dfrtp_1 (46%), mux2_2 (14%), dfstp_2 (6.7%)
top_cells_by_count=dfrtp_1 (50), mux2_2 (34), inv_1 (15), ha_1 (13), nand2_1 (10)
netlist.area_leader.share_pct=45.9
edf_count=0
netlist_area_mm2=0.00273
ys_chip_area_mm2=0.00273
ys.flop_type=dfrtp_1
ys_ff=57
top_cell=dfrtp_1
async_flop_share_pct=100
synth_cells=218
yosys_warnings=1
synth_cell_types=42

[power]
internal_power_uw=926
vdd_drop_max_mv=0.190
total_power_mw=1.20
p_switching_uw=272
p_seq_share_pct=57.4
power_switching_share_pct=22.7
p_clk_share_pct=26.7
power.leakage_nw=1.46
powerDensity_mw_per_mm2=357
pwr-share-comb_pct=15.9

[flow_run]
max_cap_violations=0
warning_count=34

[cells_and_area]
syn_to_final_growth_pct=22.7
drive_above_1_share_pct=22.6
post-route-util_pct=51.9
fin_cells=343
final_area_mm2=0.00335

[die]
chipArea_mm2=0.00716
die_width_um=84.6
fp_util_pct=42.3
pin_count=51
core_mm2=0.00646
die_h_um=84.6
placementRows=29

[grt]
antenna_found_initial=0
grt_pass1_wl_mm=8.56
grt_pass1_vias=1714
grt-ovfl-total=0
grt.total_usage_pct=15.4
grt_max_degree=58

[status]
outcome=complete, no violations

[min_path]
hold_class=flip-flop to flip-flop

cells in the final DEF (no fill, tap or decap), drive strengths merged, types with 4 or more instances in the layout:
cell	count
mux2	35
mux2i	7
clkdlybuf4s50	49
nand2	10
nor2	4
and3	4
dfstp	7
inv	15
clkbuf	8
nand3	9
nor3	4
dfrtp	50
xnor2	9
ha	13
xor2	5
per-layer routing:
metal  global-route usage (%)  wire length, um  vias up  share of wire, %
met5                        0                0        -                 0
met4                     1.69               50        0               1.0
met3                     2.79              190        5               3.8
met2                     23.1             2250       36                45
met1                     25.6             2500      841                50
li1                         -                -      847                 -
cell families (layout without fill, tap and decap cells):
kind of cell    Yosys count  after routing  synth area share (%)
compound gates           24             24                  7.43
xor+xnor                 14             14                  4.49
other cells               1              1                 0.137
flops                    57             57                  52.6
fa+ha+maj                13             13                  5.96
mux                      42             42                  17.0
buf+inv                  27             75                  4.58
simple gates             40             40                  7.79
state kept, by name, summed over array words and instances, names as in the netlist:
| register | count |
|---|---|
| cnt | 15 |
| o_seg_r | 7 |
| seg7_addr | 3 |
| i_data_store | 32 |
cell type report:
type                    instances  area (um2)
inverters                      15        56.3
multi-input cells             134        1170
repair buffers                 52         513
clock buffers                   8        80.1
well taps                      77        96.3
flip-flops and latches         57        1440
fillers                       574        3110
worst paths after layout:
check                                      from              end  slack (ns)  depth (start not counted)
min in group asynchronous                 reset           cnt[3]        0.93                          3
max in group asynchronous                 reset  i_data_store[3]        2.20                          3
worst max-delay path                 o_seg_r[4]         o_seg[4]        1.61                          1
worst min-delay path                     cnt[0]           cnt[0]        0.47                          1
worst max register to register  i_data_store[4]       o_seg_r[3]        1.64                          6
worst min register to register           cnt[0]           cnt[0]        0.47                          1
power by group through the flow:
stage         clock network (mW)  logic (mW)  registers, mW
CTS                        0.336       0.193          0.687
global route               0.362       0.210          0.693
finish                     0.320       0.190          0.687
Power figures rest on the tool's default switching activity, not on a simulated workload.
